**flow/constraint.sdc**
```tcl
current_design prng_512bit_lfsr

set clk_period 42.3
set clk_io_pct 0.2

create_clock -name clk0 -period $clk_period [get_ports {clk}]

set non_clock_inputs [all_inputs -no_clocks]
set_input_delay [expr $clk_period * $clk_io_pct] -clock clk0 $non_clock_inputs
set_output_delay [expr $clk_period * $clk_io_pct] -clock clk0 [all_outputs]
```
**flow/run.sh**
```bash
#!/bin/bash
# OpenROAD 26Q1-2900-gdf79404cd8, Yosys 0.63+post, stock flow scripts
make -C /OpenROAD-flow-scripts/flow DESIGN_CONFIG=/design/flow/config.mk WORK_HOME=/design/flow/orfs finish
```
**flow/design.v**
```verilog
module prng_512bit_lfsr (
    input wire clk,
    input wire rst,
    input wire [8:0] seed,
    input wire load_seed,           
    output reg [511:0] prng_out,
    output reg done
);
    reg [8:0] lfsr;
    wire feedback;
    reg [8:0] bit_counter;
    assign feedback = lfsr[8] ^ lfsr[3];
    always @(posedge clk) begin
        if (rst) begin
            lfsr <= 9'b0;
            prng_out <= 0;
            bit_counter <= 0;
            done <= 0;
        end else if (load_seed) begin
            lfsr <= seed;                   
        end else if (!done) begin
            lfsr <= {lfsr[7:0], feedback};
            prng_out <= {prng_out[510:0], lfsr[0]};
            bit_counter <= bit_counter + 1;
            if (bit_counter == 511)
                done <= 1;
        end
    end
endmodule
```
**flow/config.mk**
```make
export PLATFORM = sky130hd
export DESIGN_NAME = prng_512bit_lfsr
export DESIGN_NICKNAME = prng_512bit_lfsr
export VERILOG_FILES = /design/flow/design.v
export SDC_FILE = /design/flow/constraint.sdc
export NUM_CORES = 4
export LEC_CHECK = 1
export CORE_UTILIZATION = 30
```
==> job_summary.md <==
### Metrics collected by this job

| Metric | Value |
|---|---|
| Chip area | 61900 sq um |
| Buffers on Ports | 524 |
| Antenna-violating nets left | 0 |
| Met1 Use GR | 24.4% |
| Top cells by count | nand2_1, dfxtp_1, a21oi_1 |
| MaxCap Viol Count | 0 |
| Fillers | 5700 |
| Area growth from synthesis to layout | 41.0% |
| Synth top cell by count | nand2_1 |
| Cell type with the largest total area | dfxtp_1 |
| Clock root cell | clkbuf_16 |
| Worst-margin pin slew | 0.876 ns |
| Lkg Pwr | 8.14 nW |
| Initial antenna violation count | 0 |
| Worst-path clk slew | 0.06 ns |
| Total Neg Setup Slack | 0 ns |
| H-tree depth | 2 |
| Clk buf depth | 3 |
| CTS Buf Count | 58 |
| CP Max Fanout | 74 |
| Gate Count Post-Synth | 2321 |
| Vias/cell | 4.64 |
| WHS Path Cells | 2 |
| R2R cell count | 7 |
| Outcome | finished clean |
| Ant diodes | 0 |
| Clk sink count | 531 |
| Met3 Resource Use GR | 5.82% |
| Critical setup path kind | in2reg |
| YS warnings | 1 |
| Clk ins delay skew pair | 0.59 ns |
| Dominant register cell | dfxtp_1 |
| GRT overflow | 0 |
| Via count | 16582 |
| Post-synthesis sequential area ratio | 58.1% |
| Hold WS | 0.456 ns |
| Io pins | 525 |
| Power density over cell area | 39.9 nW/um^2 |
| Crit path DRT | 42.81 ns |
| Post-CTS setup buffer count | 0 |
| Hold-fix buffers at CTS | 0 |
| CTS resizes | 0 |
| Period minus WS final | 12.22 ns |
| Worst EP arrival | 12.73 ns |
| Tool warning count | 33 |
| DR iter-0 viols | 1076 |
| TritonCTS clock tree | done |
| Crit share post-route | 28.9% |
| Yosys cell count | 2321 |
| Met2 global-route usage | 26.0% |
| Chip Area, Yosys | 18300 sq um |
| Routed wire length | 54.7 mm |
| Dpl hpwl | 35.2 mm |
| Top post-synthesis cells by area | dfxtp_1, nand2_1, a21oi_1 |
| Setup crit start kind | input port |
| Core Rows | 90 |
| Routability congestion estimate | 0.873 |
| Pin count of the biggest net entering global routing | 164 |
| DIE WIDTH | 249 microns |
| Unrepaired setup endpoints after global routing | false |
| Area of the core | 60200 sq um |
| Final hold vios | 0 |
| Skew final | 0.0162 ns |
| CP Capture Type | register |
| Netlist Area Pre-Place | 18300 sq um |
| FP Core Util | 30.4% |
| # setup viols final | 0 |
| Drt wl/cell | 15.3 microns |
| First-pass DRT Iterations | 5 |
| Area leader share | 58.1% |
| Max VDD drop | 0.0283 mV |
| Async S/R FF share, synth | 0% |
| Maximum clock rate | 81.8 MHz |
| Remaining DRCs | 0 |
| Min-delay worst type | reg2reg |
| Vias in the first global route | 15083 |
| Distinct cells, synth | 23 |
| Slew Limit Headroom | 41.6% |
| Gr busiest metal | met2 |
| Post-synthesis area per instance | 7.88 sq um |
| Gr usage total | 17.3% |
| Post-synth EDFFs | 0 |
| Final max-slew violation count | 0 |
| Ys flops | 531 |
| Die H | 249 microns |
| First-pass GRT wire length | 85.2 mm |
| Layout cells sized above 1 | 4.01% |
## cell type report
| type | instances | area, sq um | share of cell area [%] |
|---|---|---|---|
| timing repair buffer | 539 | 5400 | 20.9 |
| clock buffer | 90 | 1670 | 6.49 |
| clock inverter | 19 | 221 | 0.859 |
| tap | 782 | 978 | 3.80 |
| multi-input combinational | 1612 | 6870 | 26.6 |
| sequential | 531 | 10600 | 41.2 |
| inverter | 2 | 7.51 | 0.0291 |
## per-layer routing
layer / up-vias / share of wire (%)
li1: 8339 / -
met1: 7685 / 44
met2: 459 / 44
met3: 99 / 8.4
met4: 0 / 2.8
met5: - / 0
## critical path, cell delays in order
cell and delay, ns:
clkdlybuf4s50_1 0.68, nor2_4 0.63, buf_4 0.52, buf_4 0.62, buf_4 0.71, buf_4 0.69
nand2_1 0.13, a21oi_1 0.15
## flip-flops by register name, indices dropped and copies added, names as in the netlist
register     cells
prng_out       512
lfsr             9
bit_counter      9
done             1
## final timing paths
kind,slack [ns],end,start
worst max-delay path,30.08,prng_out[213]$_SDFFE_PP0P_,load_seed
worst min-delay path,0.46,prng_out[409]$_SDFFE_PP0P_,prng_out[408]$_SDFFE_PP0P_
worst max register to register,38.16,prng_out[213]$_SDFFE_PP0P_,done$_SDFFE_PP0N_
worst min register to register,0.46,prng_out[409]$_SDFFE_PP0P_,prng_out[408]$_SDFFE_PP0P_
## power by group
part | total [mW] | internal, mW | switching, mW | leakage (nW)
Sequential | 0.501 | 0.501 | 0.000510 | 4.28
Clock | 0.500 | 0.296 | 0.204 | 0.923
Combinational | 0.0279 | 0.00347 | 0.0244 | 2.94
Total | 1.03 | 0.801 | 0.229 | 8.14
## cell usage in the layout, fill, tap and decap left out, types with 2 or more instances in the layout
cell type	netlist	routed
a21oi_1	529	529
buf_12	0	3
buf_4	0	12
bufinv_16	0	4
clkbuf_1	71	23
clkbuf_16	0	59
clkbuf_8	0	8
clkdlybuf4s50_1	0	523
clkinv_2	0	8
clkinv_4	0	2
clkinvlp_4	0	2
dfxtp_1	531	531
ha_1	2	2
inv_6	0	2
mux2_2	8	8
nand2_1	1047	1047
nand3_1	3	3
nor2_1	5	4
o31ai_1	4	4
or4_1	4	4
xnor2_1	2	2
## kinds of logic (layout without fill, tap and decap cells)
family,Yosys count,count (layout),share of synthesized area [%]
simple gates,1064,1064,22.0
xor+xnor,3,3,0.144
buf+inv,178,650,4.37
compound gates,535,535,14.7
flops,531,531,58.1
fa+ha+maj,2,2,0.137
mux,8,8,0.493
## through the flow
stage               cell area (sq um)  cells  setup WS [ns]  util (%)  power (mW)
floorplan                       18300   2321          32.84         -       0.535
global placement                23900   3466          29.61      39.6       0.540
detailed placement              23900   3466          29.46      39.6       0.540
CTS                             25800   3575          30.07      42.8        1.04
global route                    25800   3575          29.66      42.8        1.06
finish                          25800   3575          30.08      42.8        1.03
Power and IR drop assume default switching activity.
