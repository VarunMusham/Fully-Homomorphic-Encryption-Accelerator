==> flow/design.v <==
module prng_16bit (
input wire clk,  
input wire rst,  
input wire en,   
input wire start,
input wire loadseed,  
input wire [3:0] seed,
output reg done,
output reg [15:0] prng_gen );
reg [3:0]lfsr ;
reg [2:0] counter ;
wire feedback ;
assign feedback = lfsr[3]^lfsr[0] ;
always @(posedge clk)
begin
if (rst)begin
	lfsr<=4'b1010;    
	counter<=0;
	prng_gen<=0;
	done <=0;
	end
	else if ( loadseed )begin	 
	lfsr<=seed ;   
	counter<=0;
	prng_gen<=0;
	done <=0;
	end
	else if (en&&start&&!done)begin
	lfsr <= {lfsr[2:0],feedback};
	prng_gen<= (prng_gen<<4)| lfsr ;
	counter <= counter + 1 ;
	if(counter==3)
		done <=1 ;
	end
end
endmodule
==> flow/run.sh <==
#!/bin/bash
# OpenROAD 26Q1-2900-gdf79404cd8, Yosys 0.63+post, stock flow scripts
make -C /OpenROAD-flow-scripts/flow DESIGN_CONFIG=/design/flow/config.mk WORK_HOME=/design/flow/orfs finish
==> flow/config.mk <==
export PLATFORM = sky130hd
export DESIGN_NAME = prng_16bit
export DESIGN_NICKNAME = prng_16bit
export VERILOG_FILES = /design/flow/design.v
export SDC_FILE = /design/flow/constraint.sdc
export NUM_CORES = 4
export LEC_CHECK = 1
export CORE_AREA = 10 10 103 103
export DIE_AREA = 0 0 113 113
==> flow/constraint.sdc <==
current_design prng_16bit

set clk_period 1.9
set clk_io_pct 0.2

create_clock -name clk0 -period $clk_period [get_ports {clk}]

set non_clock_inputs [all_inputs -no_clocks]
set_input_delay [expr $clk_period * $clk_io_pct] -clock clk0 $non_clock_inputs
set_output_delay [expr $clk_period * $clk_io_pct] -clock clk0 [all_outputs]
==> GITHUB_STEP_SUMMARY <==
## PnR job results

| Metric | Value |
|---|---|
| Status | completed |
| Yosys chip area | 909.6 µm² |
| Syn Area/Cell | 8.422 µm² |
| VDD IR-drop max | 0.0002503 V |
| Setup_tns | 0 ns |
| TritonCTS clock tree | yes |
| Setup crit end kind | primary output |
| Final tally of setup violations | 0 |
| Antenna-violating nets left | 0 |
| RSZ-0062 raised after global routing | no |
| Wire per inst | 10.18 µm |
| Detailed-route via count | 781 |
| Slew @ Worst Pin | 0.4321 ns |
| Init Core Util | 10.96% |
| CP max stage delay | 0.50 ns |
| N_diodes | 0 |
| Max-cap violation count | 0 |
| Post-synthesis cell count | 108 |
| Number of standard cells reported by yosys | 108 |
| FP Rows | 33 |
| Leakage Power | 0.4500 nW |
| Kind of critical path | flop to primary output |
| Log Warnings | 25 |
| Clock Skews | 0.006859 ns |
| CP cell instances | clkdlybuf4s50_1 |
| Final Hold Viols | 0 |
| PwrDens | 757.7 nW/µm² |
| Crit start category | flop |
| Root buf cell | clkbuf_8 |
| Synth-to-layout area growth | 51.44% |
| Post-synth seq share | 52.82% |
| DP Wirelength | 1965 µm |
| Yosys cell types | 20 |
| Data arrival time of the worst path | 1.15 ns |
| Reg clk slew, reported paths | 0.09 ns |
| Max clock buf depth | 2 |
| Netlist Area Pre-Place | 909.6 µm² |
| First-pass GRT wire length | 4174 µm |
| Vias in the first global route | 837 |
| TritonCTS Buffers | 3 |
| Critical Path RT | 1.52 ns |
| DIE WIDTH | 113 µm |
| Die Y | 113 µm |
| Max Slew Vio Count | 0 |
| Input/output buffers | 25 |
| Fmax | 0.6525 GHz |
| GRT Util Overall | 3.953% |
| Global route overflow | 0 |
| Final WL | 2463 µm |
| Crit-path leading delay family | buffers and inverters |
| Io pins | 26 |
| Hold Path Class | flop to flop |
| Share of layout cells above drive strength 1 | 8.759% |
| Max stage delay cell, worst path | clkdlybuf4s50_1 |
| Skew-Pair Late Insertion Delay | 0.26 ns |
| Crit share post-route | 80.66% |
| WP buf/inv | 1 |
| Largest net degree at the start of global routing | 17 |
| DR DRC count | 0 |
| #FFs+latches synth | 24 |
| Drt pass-1 iters | 2 |
| YS warnings | 1 |
| Die Area | 12770 µm² |
| Core Footprint | 8299 µm² |
| Post-CTS sizing | 0 |
| Hold_buf cts | 0 |
| Slew headroom | 71.20% |
| Max FO, Critical Path | 3 |
| Initial antenna violation count | 0 |
| CTS Sinks | 24 |
| Worst hold slack | 0.4577 ns |
| Post-CTS setup buffers | 0 |
| Vias per cell | 3.227 |
| GP Congestion | 0.7183 |
| H-tree lvl count | 1 |
| Post-layout minimum cycle time | 1.533 ns |
| DRT iter0 DRCs | 36 |
[layout make-up]
type / instances / area, µm²
Sequential cell: 24 / 480.5
Clock buffer: 3 / 41.29
Tap cell: 105 / 131.4
Multi-Input combinational cell: 76 / 391.6
Fill cell: 915 / 6922
Inverter: 2 / 7.507
Timing Repair Buffer: 31 / 295.3
Clock inverter: 1 / 30.03
[cell families (layout without fill, tap and decap cells)]
group | after synthesis | in the layout | share of synthesized area (%)
simple gates | 49 | 49 | 23.25
compound gates | 24 | 24 | 16.09
flops | 24 | 24 | 52.82
buf+inv | 8 | 37 | 4.127
fa+ha+maj | 2 | 2 | 2.751
xor+xnor | 1 | 1 | 0.9630
[metrics by stage]
step	area (µm²)	worst slack (ns)	std cells	power [mW]	utilization [%]
floorplan	909.6	0.7585	108	0.5720	-
finish	1378	0.3675	242	1.044	16.60
CTS	1378	0.3545	242	1.054	16.60
global route	1378	0.2826	242	1.093	16.60
global placement	1306	0.1511	238	0.6129	15.74
detailed placement	1306	0.1493	238	0.6139	15.74
[path summary, 6_finish.rpt]
kind | from | to | slack, ns | cells past startpoint
worst min register to register | prng_gen[12] | prng_gen[12] | 0.46 | 2
worst max-delay path | prng_gen[1] | prng_gen[1] | 0.37 | 1
worst max register to register | done | counter[0] | 0.66 | 4
worst min-delay path | prng_gen[12] | prng_gen[12] | 0.46 | 2
[sequential cells by signal (all words and copies together) (netlist names)]
signal    flops
prng_gen     16
lfsr          4
done          1
counter       3
[placed cells by master, fill, tap and decap left out, drive strengths merged, types with 2 or more instances in the layout]
| cell | Yosys | final |
|---|---|---|
| nand2 | 37 | 37 |
| clkdlybuf4s50 | 0 | 25 |
| dfxtp | 24 | 24 |
| a21oi | 18 | 18 |
| buf | 4 | 6 |
| nor2 | 5 | 5 |
| a31oi | 3 | 3 |
| clkbuf | 2 | 3 |
| inv | 2 | 2 |
| nor3b | 2 | 2 |
| ha | 2 | 2 |
[where the power goes]
part,leakage (nW),internal (mW),switching [mW]
Combinational,0.220,0.0406,0.0403
Sequential,0.195,0.513,0.00731
Clock,0.0357,0.281,0.161
[synthesized netlist by cell type]
master	count	area, µm²
a2111oi_2	1	15.01
a211oi_1	1	7.510
a21oi_1	18	90.09
a221oi_2	1	15.01
a31oi_1	3	18.77
and3b_1	1	8.760
and4b_1	1	10.01
buf_2	3	15.01
buf_4	1	7.510
clkbuf_1	2	7.510
dfxtp_1	24	480.5
ha_1	2	25.02
inv_1	2	7.510
nand2_1	37	138.9
nand3b_1	1	7.510
nor2_1	5	18.77
nor2b_1	1	6.260
nor3b_1	2	15.01
or2_1	1	6.260
xnor2_1	1	8.760
[layer usage]
layer  part of all wire, %  GRT usage (%)
met5                     0              0
met4                  0.93         0.6768
met3                   6.9          1.656
met2                    47          6.528
met1                    45          4.747
Power is estimated from default activity; no workload was simulated.
