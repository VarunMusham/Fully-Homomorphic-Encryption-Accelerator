==> design/flow/design.v <==
`timescale 1ns / 1ps
module ram16 #(
  parameter integer DATA_WIDTH = 16,
  parameter integer N          = 16
)(
  input  wire                   clk,   
  input  wire                   load,   
  input  wire [DATA_WIDTH-1:0]  din0,  din1,  din2,  din3,
  input  wire [DATA_WIDTH-1:0]  din4,  din5,  din6,  din7,
  input  wire [DATA_WIDTH-1:0]  din8,  din9,  din10, din11,
  input  wire [DATA_WIDTH-1:0]  din12, din13, din14, din15,
  output wire [DATA_WIDTH-1:0]  dout0, dout1, dout2, dout3,
  output wire [DATA_WIDTH-1:0]  dout4, dout5, dout6, dout7,
  output wire [DATA_WIDTH-1:0]  dout8, dout9, dout10, dout11,
  output wire [DATA_WIDTH-1:0]  dout12, dout13, dout14, dout15
);
  reg [DATA_WIDTH-1:0] mem [0:N-1];
  integer i;
  always @(posedge clk) begin
    if (load) begin
      mem[0]  <= din0;  mem[1]  <= din1;
      mem[2]  <= din2;  mem[3]  <= din3;
      mem[4]  <= din4;  mem[5]  <= din5;
      mem[6]  <= din6;  mem[7]  <= din7;
      mem[8]  <= din8;  mem[9]  <= din9;
      mem[10] <= din10; mem[11] <= din11;
      mem[12] <= din12; mem[13] <= din13;
      mem[14] <= din14; mem[15] <= din15;
    end
  end
  assign dout0  = mem[0];   assign dout1  = mem[1];
  assign dout2  = mem[2];   assign dout3  = mem[3];
  assign dout4  = mem[4];   assign dout5  = mem[5];
  assign dout6  = mem[6];   assign dout7  = mem[7];
  assign dout8  = mem[8];   assign dout9  = mem[9];
  assign dout10 = mem[10];  assign dout11 = mem[11];
  assign dout12 = mem[12];  assign dout13 = mem[13];
  assign dout14 = mem[14];  assign dout15 = mem[15];
endmodule
==> design/flow/run.sh <==
#!/bin/bash
# OpenROAD 26Q1-2900-gdf79404cd8, Yosys 0.63+post, stock flow scripts
make -C /OpenROAD-flow-scripts/flow DESIGN_CONFIG=/design/flow/config.mk WORK_HOME=/design/flow/orfs finish
==> design/flow/config.mk <==
export PLATFORM = sky130hd
export DESIGN_NAME = ram16
export DESIGN_NICKNAME = ram16
export VERILOG_FILES = /design/flow/design.v
export SDC_FILE = /design/flow/constraint.sdc
export NUM_CORES = 4
export LEC_CHECK = 1
export CORE_AREA = 10 10 288 288
export DIE_AREA = 0 0 298 298
==> design/flow/constraint.sdc <==
current_design ram16

set clk_period 1.0
set clk_io_pct 0.2

create_clock -name clk0 -period $clk_period [get_ports {clk}]

set non_clock_inputs [all_inputs -no_clocks]
set_input_delay [expr $clk_period * $clk_io_pct] -clock clk0 $non_clock_inputs
set_output_delay [expr $clk_period * $clk_io_pct] -clock clk0 [all_outputs]
==> notes.md <==
Results of the implementation run.

The run finished, with violations left. The final reports fail on setup timing. The via count of the first global-routing pass came out at 5,249. The detailed-route wire length came out at between 20,000 and 30,000 microns.

The number of detailed-routing iterations run before antenna repair came out at 4. The commonest cells after synthesis are 256 x sky130_fd_sc_hd__edfxtp_1. The tally of non-filler cells in the final layout came out at ~1,900.

The critical path goes through buf_2. The number of enable flip-flop cells came out at ~260. The number of different library cells used by synthesis comes to 1.

Per the OpenROAD floorplan log, the area of the die is 88,800 sq um. The initial antenna violation count is 2. Sorting the synthesis cell report by count puts at the top sky130_fd_sc_hd__edfxtp_1. The register share after synthesis is 1.000. The via density per instance is 2.571.

According to the timing report, the critical path is captured at dout3[5]. The worst-case vdd ir drop is approximately 1500 uV. The routed design shows a wire length per standard cell of approximately 15 microns. The total cells reported by yosys after synthesis is 256. The highest fanout seen on the critical path is 1.

The final setup slack of the worst path came out at -0.4981 ns. For this block, the initial DRC count from the detailed router was ~200. The layout stage reports a final design area of roughly 14,000 sq um. The total of max-cap violations came out at 0.

The H-tree depth is 1. The register with the most flip-flops in the layout has between 200 and 300 of them. The count of boundary I/O pins is 514. The overall global routing resource usage came out at 0.06197. The maximum number of pins on one net before global-route repair is 27. The number of failing hold endpoints at the final stage is 0. Per STA, the worst path accumulates the most delay in the family flip-flops. For reference, the most critical setup path is categorized as flop to output pin. The synthesis log from Yosys contains 2 warnings. The layout report lists the multi-input gate area as 0 sq um. The total overflow reported by the global router is 0. The clock-pin slew on the worst setup and hold paths came out at roughly 0.060 ns. The period utilization came out at 1.498. The global-route wire length before repair came out at 39,690 microns.

The largest registers in the layout are mem (256). The number of routed nets with antenna violations is 0. The synthesized area per cell came out at roughly 30 sq um. The count of inserted antenna diode cells came out at 0. The number of cells produced by synthesis is 256. The worst-case max-slew headroom was logged as 0.7975.

STA puts the critical path data arrival time at 1.30 ns. Tracing the worst setup path back leads to its startpoint at mem[3][5]$_DFFE_PP_. The cell depth of the worst setup path is 1. The number of buffers inserted by post-CTS setup repair came out at 0. The CTS sink count came out at 256. The register bank with the most flops is mem. The multi-input combinational cell count came out at 0. The layout summary lists the proportion of cells stronger than drive strength 1 as 0.3776. The slew at the pin with the worst max-slew slack is 0.3038 ns. The final power report lists total power as 24.61 mW. The yosys synthesis chip area came out at 7687 sq um. Detailed placement ended at an HPWL of between 20,000 and 25,000 microns. Setup repair after global routing could not meet its margin everywhere. The starting utilization of the core area came out at 0.1007. TritonCTS built the clock tree. The worst setup path is launched from a flop. The worst hold margin came out at roughly 0.057 ns. Max-slew check failures listed in the final report amount to 0. Clock tree synthesis selected as its root buffer the cell sky130_fd_sc_hd__clkbuf_16.

The routed design could run at a clock period as short as ~1.5 ns. The largest individual stage delay along the critical path comes from the cell sky130_fd_sc_hd__edfxtp_1. The number of CTS-inserted buffers is 28.

Per the OpenROAD floorplan log, the area of the core is about 76,000 sq um. The sum of negative setup slack came out at -63.39 ns. The height of the die is 298 microns. Row generation in the floorplan step produced a little over 100 rows. Input and output buffers added on the ports amount to 513. The worst setup path is captured at an output pin. The buffer levels on the longest clock path is 3. The worst stage delay on the critical path came out at 0.53 ns.

The die boundary width came out at 298 microns. The cell taking the most area after synthesis is sky130_fd_sc_hd__edfxtp_1. The last timing report of the flow puts the setup violation total at 256.

The count of placed standard cells including taps is 1,829. The synthesis report gives the async set-or-reset register share as 0. Note that the worst hold path type here is primary input to flop. Among all flip-flop cells after synthesis, the most frequent one is sky130_fd_sc_hd__edfxtp_1. The power density over cell area is 1762 nW/um^2. Of the post-synthesis cell area, the dominant cell type holds 1.000.

The via count came out at 4,834. The post-synthesis to final-layout area growth is 81.72%. By area the synthesized netlist is led by sky130_fd_sc_hd__edfxtp_1 100%.

The required time of the critical path came out at 0.80 ns. Summing over the stages, the warning tally comes to 27. The core occupancy in the finished layout came out at 0.1830. TritonRoute reported its final design rule violation total as 0.

The peak clock frequency supported by timing came out at 667.5 MHz. The combined area of all synthesized cells came out at 7687 sq um. After its last routability iteration, the placer logged a weighted congestion of 0.8768.

The leakage power total is 5.099 nW. The post-placement worst setup slack came out at -0.2764 ns. The buffer and inverter count on the worst path is 1.

Once synthesis finished, the tally of register bits stood at approximately 260. After detailed placement, the total cell area comes to about 14,000 sq um.
-- cell type report --
| cell class | instances | area, sq um |
|---|---|---|
| clock buffers | 36 | 730.7 |
| clock inverters | 14 | 112.6 |
| fillers | 8270 | 62360 |
| flip-flops and latches | 256 | 7687 |
| well taps | 1030 | 1289 |
| repair buffers | 544 | 4150 |
-- metal layers --
metal  track usage  part of all wire  vias up
met3       0.04040              0.15       34
met1       0.06692              0.35     2248
met4       0.01564             0.030        2
li1              -                 -     2207
met2       0.09975              0.47      343
met5             0           0.00046        -
-- worst min-delay path by stage --
| stage | from | end | slack [ns] | depth (start not counted) |
|---|---|---|---|---|
| final | load | mem[7][4]$_DFFE_PP_ | 0.06 | 2 |
| after global routing | load | mem[7][4]$_DFFE_PP_ | 0.04 | 2 |
| after CTS | load | mem[7][4]$_DFFE_PP_ | 0.01 | 2 |
-- repair_timing --
item,in CTS,in global routing
hold buffers,1,0
resized,858,0
endpoints found under the hold margin,1,0
setup endpoints to repair,256,256
-- layout by cell type, fill, tap and decap left out --
master,n
sky130_fd_sc_hd__bufinv_16,1
sky130_fd_sc_hd__buf_2,255
sky130_fd_sc_hd__clkinv_1,8
sky130_fd_sc_hd__buf_6,1
sky130_fd_sc_hd__inv_8,2
sky130_fd_sc_hd__clkdlybuf4s50_1,256
sky130_fd_sc_hd__clkinv_4,1
sky130_fd_sc_hd__clkinv_2,1
sky130_fd_sc_hd__clkinv_8,1
sky130_fd_sc_hd__buf_8,1
sky130_fd_sc_hd__dlygate4sd3_1,1
sky130_fd_sc_hd__edfxtp_1,256
sky130_fd_sc_hd__clkbuf_16,28
sky130_fd_sc_hd__buf_4,26
sky130_fd_sc_hd__clkbuf_1,8
sky130_fd_sc_hd__buf_12,4
-- power breakdown --
| part | total, mW | switching, mW | internal [mW] |
|---|---|---|---|
| Combinational | 2.14 | 0.663 | 1.47 |
| Sequential | 12.9 | 0.194 | 12.8 |
| Clock | 9.53 | 4.12 | 5.41 |
-- cell families (layout without fill, tap and decap cells) --
logic type / count (synthesis) / after routing / share of synthesized area
buffers and inverters: 0 / 594 / 0
flip-flops: 256 / 256 / 1.000
Power and IR drop assume default switching activity.
